==> ./design.v <==
`timescale 1ns / 1ps
module LED_logic(mode_clock, LD);
	input mode_clock;
	output [15:0] LD;
	reg signed [16:0] LED = 17'sb1_0000_0000_0000_0000;
	reg direction = 0;
	always @(posedge mode_clock) begin
		if(LED[15] == LED[0])
			direction = ~direction;
		if(direction)
			LED = LED >>> 1;
		else
			LED = LED << 1;
		end
		assign LD = LED;
endmodule
`timescale 1ns / 1ps
module controller( SCLK, SW, LD);
input SCLK;
input [1:0] SW;
output [15:0] LD;
reg [9:0] counter = 0;
reg [1:0] SW_OLD;
reg mode_clock = 0;
LED_logic led (
	.mode_clock(mode_clock),
	.LD(LD)
);
always @(posedge SCLK) begin
	if (SW_OLD != SW) begin 
		counter = 0;
		SW_OLD = SW;
	end 
	case(SW)
		0:
			mode_clock = 0;
		1:
			begin
				if (counter == 500) 
					begin
						mode_clock = ~mode_clock;
						counter = 0;
					end
				counter = counter + 1;
			end
		2:
			begin
				if (counter == 250) 
					begin
						mode_clock = ~mode_clock;
						counter = 0;
					end
				counter = counter + 1;
			end
		3:
			begin
				if (counter == 100) 
					begin
						mode_clock = ~mode_clock;
						counter = 0;
					end
				counter = counter + 1;
			end
	endcase
end
endmodule
==> ./run.sh <==
#!/bin/bash
# OpenROAD 26Q1-2900-gdf79404cd8, Yosys 0.63+post, stock flow scripts
make -C /OpenROAD-flow-scripts/flow DESIGN_CONFIG=/design/flow/config.mk WORK_HOME=/design/flow/orfs finish
==> ./config.mk <==
export PLATFORM = sky130hd
export DESIGN_NAME = controller
export DESIGN_NICKNAME = controller
export VERILOG_FILES = /design/flow/design.v
export SDC_FILE = /design/flow/constraint.sdc
export NUM_CORES = 4
export LEC_CHECK = 1
export CORE_AREA = 10 10 100 100
export DIE_AREA = 0 0 110 110
==> ./constraint.sdc <==
current_design controller

set clk_period 5.8
set clk_io_pct 0.2

create_clock -name clk0 -period $clk_period [get_ports {SCLK}]

set non_clock_inputs [all_inputs -no_clocks]
set_input_delay [expr $clk_period * $clk_io_pct] -clock clk0 $non_clock_inputs
set_output_delay [expr $clk_period * $clk_io_pct] -clock clk0 [all_outputs]
==> run summary <==
yosys + openroad results -> CP Launch Point SW[1], diode count 0, final hold vios 0, starting density of the core 0.188, # hold bufs at CTS 0, post-CTS setup buffer count 0, DP Area 1640 µm², endpoints left unconstrained 35, yosys cell count 177, P_leak 0.616 nW, Worst-Margin Slew 0.599 ns, Worst-path clk slew 0.06 ns, first-pass GRT wire length 4430 µm, Syn Area/Cell 8.27 µm², Mapped Area 1460 µm², crit path DRT 5.91 ns, I/O Buffers 18, YS chip area 1460 µm², 1st-iter DRT viols 116, RSZ-0062 raised after global routing no, share of flip-flops with an asynchronous set or reset 0, clk buf depth 2, Setup TNS Final 0 ns, Synth-to-Final Area Change 15.3%, final setup fails 0, Synth Register Bits 31, design area 1690 µm², Reg2Reg Launch Point SW_OLD[1], Ports 19, Worst Hold Depth 2, Max-Cap Viols 0, drc violations 0, Reg2Reg Capture Point counter[6], Chip Width 110 µm, chip height 110 µm, Setup crit end counter[2], Via density 4.06, Chip Area 12100 µm², vias in the first global route 943, CP Class primary input to register, Total Wirelength 2780 µm, crit end category register, largest net degree at the start of global routing 20, Final GP Congestion 0.905, cycle use final 0.591, total number of vias 1141, Tmin final 3.43 ns, share of cells above drive strength 1 0.0503, Worst R2R Path Depth 9, fmax 0.292 GHz, Power per Cell Area 130 nW/µm², clock root cell clkbuf_8, HPWL after DPL 2100 µm, Netlist cell types 34, Worst slew margin 0.599, Main synth FF type dfxtp_1, number of H-tree levels 1, pins over their slew limit 0, status finished clean, EDFF count, synth 4, PostCTS Resize Cnt 0, FP Rows 32, WL/cell 9.89 µm, remaining antenna violation count 0, Worst Skew 0.00201 ns, total gr overflow 0, Late-Pin Clk Latency 0.24 ns, worst hold path class register to register, register pins left without a clock 18, most frequent cells in the layout nand2_1 (51), dfxtp_1 (27), clkdlybuf4s50_1 (18), nor2_1 (8), a21oi_1 (7), part of the Yosys area used for sequential elements 0.451, Yosys warnings 2, Commonest Layout Cell nand2_1, r2r setup slk 3.54 ns, Log Warnings 25, Total Routing Usage GR 0.0431, CP max FO 8, Max VDD drop 0.0000570 V, CTS tree yes, post-synthesis cell count 177, Setup crit start kind primary input, DRT Pass-1 Iters 4, core box area 7810 µm², CTS Buf Count 3, initial antenna violation count 0, CP arrival 3.54 ns
-- stage by stage --
step | std cells | hold slack [ns] | total power [mW] | setup slack, ns | utilization
3_5_place_dp | 277 | 0.511 | 0.142 | 2.11 | 0.210
3_3_place_gp | 277 | 0.510 | 0.142 | 2.16 | 0.210
5_1_grt | 281 | 0.570 | 0.231 | 2.24 | 0.216
4_1_cts | 281 | 0.517 | 0.222 | 2.37 | 0.216
2_1_floorplan | 177 | 0.472 | 0.132 | 2.90 | -
6_report | 281 | 0.513 | 0.220 | 2.37 | 0.216
-- kinds of logic (layout without fill, tap and decap cells) --
| logic type | count (synthesis) | in the layout | share of synthesized area |
|---|---|---|---|
| fa+ha+maj | 2 | 2 | 0.0154 |
| simple gates | 94 | 94 | 0.305 |
| xor+xnor | 7 | 7 | 0.0419 |
| buf+inv | 26 | 28 | 0.109 |
| flops | 31 | 31 | 0.451 |
| compound gates | 17 | 17 | 0.0778 |
-- state kept, by name, indices dropped and copies added, names as in the netlist --
signal and cells:
SW_OLD 2, counter 10, led.LED 17, led.direction 1, mode_clock 1
-- worst min-delay path by stage --
stage | startpoint | end | slack (ns)
after CTS | counter[5] | counter[5] | 0.52
after global routing | counter[5] | counter[5] | 0.57
final | counter[5] | counter[5] | 0.51
-- cell usage after synthesis, types with 3 or more instances --
master	n	share of area
xor2_1	4	0.024
nor3_1	6	0.021
dfxtp_1	27	0.37
o211ai_1	4	0.021
inv_1	4	0.010
nand4_1	4	0.017
and3_1	3	0.013
nor2_1	8	0.021
xnor2_1	3	0.018
buf_4	16	0.082
clkbuf_1	5	0.013
nand3_1	6	0.021
a21oi_1	7	0.024
edfxtp_1	4	0.082
nand2b_1	3	0.013
nand2_1	51	0.13
-- per-layer routing --
metal  wire (µm)  up-vias  global-route usage
li1            -      591                   -
met1        1330      513              0.0620
met2        1160       33              0.0677
met3         265        4             0.00764
met4          31        0             0.00651
met5           0        -                   0
-- area by class of cell --
type / instances / area, µm²
inverters: 4 / 15.0
clock buffers: 4 / 45.0
multi-input cells: 120 / 644
repair buffers: 20 / 195
well taps: 102 / 128
fillers: 849 / 6120
flip-flops and latches: 31 / 661
-- power breakdown --
group	internal (mW)	switching, mW
registers	0.104	0.00838
logic	0.00998	0.0177
clock network	0.0485	0.0315
total	0.163	0.0575
-- critical path: stages --
cell	delay [ns]
clkdlybuf4s50_1	0.60
or3b_1	0.41
nor4_2	0.24
nand2_1	0.16
and3_1	0.22
ha_1	0.23
nor3b_1	0.15
a311oi_1	0.24
o211ai_1	0.11
Power figures rest on the tool's default switching activity, not on a simulated workload.
