[design/flow/design.v]
`timescale 1ns / 1ps
module message_mode(
input clk,
input rst,
input SW,
output txd,
output [7:0] word
);
reg [95:0] string = "hello world!";
reg [32:0] counter = 0;
reg connection_status = 0;
reg [7:0] char = 0; 
transmit uut1 (
		.word(word), 
		.clk(clk), 
		.rst(rst),
		.connection_status(connection_status),
		.txd(txd),
		.transmit_ready(transmit_ready)
);
always @(posedge clk)
		if (SW)
			begin
				if (rst)
					begin
						string = "hello world!";
						connection_status = 0;
						counter = 0;
						char = 0;
					end
				if (counter > 12 && transmit_ready && counter < 15000)
					begin 
						connection_status = 0;
						counter = counter + 1;
					end
				else if (counter >= 15000)
					begin
						counter = 0;
						connection_status = 0;
						string = "hello world!";
					end
				else if (transmit_ready && counter < 13)
					begin
						connection_status = 1;
						char = string[95:88];
						string = string << 8;
						counter = counter + 1;
					end
			end
assign word = char;
endmodule
`timescale 1ns / 1ps
module transmit(
input [7:0] word, 
input clk, 
input rst, 
input connection_status,
output reg transmit_ready,
output reg txd);
reg [7:0] transmissive_data;
reg [9:0] counter = 0;
always @(posedge clk)
begin
	if (rst)
		begin
			txd = 1;
			counter = 0;
			transmissive_data = 0;
			transmit_ready = 1;
		end
	else if (connection_status)
		begin
			if (transmit_ready)
				begin
					transmissive_data = word;
					transmit_ready = 0;
				end
			else if (counter >= 10 && counter < 23)
				begin
					txd = 1;
					counter = counter + 1;
				end
			else if (counter == 23)
				begin 
					counter = 0;
					transmit_ready = 1;
					transmissive_data = 0;
				end
			else
				begin
					if(counter == 0)
						txd = 1;
					else if(counter == 1)
						txd = 0;
					else
						begin
							txd = transmissive_data[0];
							transmissive_data = transmissive_data >> 1;
						end
					counter = counter + 1;
				end
			end
		else
			begin
				txd = 1;
				counter = 0;
				transmit_ready = 1;
			end
end
endmodule
[design/flow/run.sh]
#!/bin/bash
# OpenROAD 26Q1-2900-gdf79404cd8, Yosys 0.63+post, stock flow scripts
make -C /OpenROAD-flow-scripts/flow DESIGN_CONFIG=/design/flow/config.mk WORK_HOME=/design/flow/orfs finish
[design/flow/config.mk]
export PLATFORM = sky130hd
export DESIGN_NAME = message_mode
export DESIGN_NICKNAME = message_mode
export VERILOG_FILES = /design/flow/design.v
export SDC_FILE = /design/flow/constraint.sdc
export NUM_CORES = 4
export LEC_CHECK = 1
export CORE_UTILIZATION = 30
[design/flow/constraint.sdc]
current_design message_mode

set clk_period 12.9
set clk_io_pct 0.2

create_clock -name clk0 -period $clk_period [get_ports {clk}]

set non_clock_inputs [all_inputs -no_clocks]
set_input_delay [expr $clk_period * $clk_io_pct] -clock clk0 $non_clock_inputs
set_output_delay [expr $clk_period * $clk_io_pct] -clock clk0 [all_outputs]
==> results.ini <==
[clocking]
cts_hold_buf = 0
ctsResizeCount = 0
clk_latency_ns = 0.42
cts_tree = yes
clkTransAtPathRegs_ns = 0.06
cts_setup_buffers = 0
root_buffer = clkbuf_16
numCtsBuffers = 17
cts.sinks = 158
cts_buffer_depth = 2
htreeDepth = 4

[drt]
avgRoutedWirePerCell_um = 13.2
antennaDiodeCount = 0
initialDrtViolationCount = 447
post-route-drc-count = 0
routed_wl_mm = 13.8
first_pass_iters = 4
ant_nets = 0
vias = 4967
avgViaCountPerCell = 4.73

[synth]
yosys_warnings = 3
synth_top_cell_by_area = edfxtp_1
aoi_share = 0.110
synth.cells.most_frequent = nand2_1 (167), edfxtp_1 (138), a21oi_1 (74)
topCellsByArea = edfxtp_1 (57%), nand2_1 (8.6%), dfxtp_1 (5.5%)
avgSynthCellArea_um2 = 10.4
fa_ha_area_frac = 0.0103
netlist_area_um2 = 7310
synth.mux.area_fraction = 0.00137
async_flop_share = 0
yosysCellCount = 702
simple_gate_area_frac = 0.207
netlist-cell-type-count = 61
synth-seq-cells = 158
synth_top_cell_by_count = nand2_1
enable_flop_cells = 138
logic_family = simple AND/OR/NAND/NOR gates
top_area_frac = 0.567
yosys_most_used_dff = edfxtp_1
synth-xor-area-share = 0.0168
yosysSeqAreaShare = 0.621
postSynthCellCount = 702
yosys_area_um2 = 7310

[final_timing]
rsz0062_at_grt = false
setup-violations-final = 0
tightest_slew_ns = 0.825
finalMaxSlewViolations = 0
fmax_ghz = 0.186
tns_ns = 0
slew_headroom = 0.450
fin_crit_ns = 5.37
post-route-period-util = 0.416
hold_viol = 0
skew_ns = 0.00749

[floorplanning]
floorplanUtilization = 0.309
core_region_area_um2 = 23700
fp.dieH_um = 158
die-area_um2 = 25000
num_io_pins = 12
die_width_um = 158
rows = 56

[run]
cap_violations = 0
warnings = 29

[grt]
track_usage = 0.120
grt-ovfl-total = 0
antenna_found_initial = 0
grt_pass1_wl_mm = 23.2
grt_pass1_vias = 4694
grt_max_degree = 83

[power_and_ir_drop]
power_mw = 1.17
p_leak_nw = 2.82
vdd_ir_drop_max_v = 0.0000823
powerDensity_nw_per_um2 = 140

[run_status]
status = finished, final reports clean

[critical_path]
worst_setup_path_end_kind = flop
cp_max_fo = 82
cp-start-kind = primary input
critPathArrivalTime_ns = 5.53
required_ns = 13.06
critical_path_class = primary input to flop

[final_layout]
fillers = 2354
area_growth_syn_to_layout_pct = 14.3
drive_gt1_frac = 0.0711

[hold_path]
hp-class = flop to flop

[place]
gp_routability_congestion = 0.826
portBuffers = 11
dp_hpwl_mm = 7.71

[layout make-up]
| cell class | instances | area (µm²) | area share |
|---|---|---|---|
| Sequential cell | 158 | 4540 | 0.544 |
| Multi-Input combinational cell | 512 | 2610 | 0.312 |
| Clock buffer | 18 | 429 | 0.0513 |
| Tap cell | 319 | 399 | 0.0477 |
| Timing Repair Buffer | 21 | 181 | 0.0217 |
| Clock inverter | 14 | 165 | 0.0198 |
| Inverter | 8 | 32.5 | 0.00389 |
[final timing paths]
path / startpoint / endpoint / slack [ns] / depth (start not counted)
setup / recovery: rst / string[26] / 7.53 / 13
hold / removal: uut1.transmissive_data[1] / uut1.transmissive_data[1] / 0.50 / 2
setup reg to reg: counter[1] / string[26] / 9.77 / 11
hold reg to reg: uut1.transmissive_data[1] / uut1.transmissive_data[1] / 0.50 / 2
[sequential cells by signal, indices dropped and copies added (netlist names)]
name,cells
string,96
counter,33
uut1.counter,10
char,8
uut1.transmissive_data,8
connection_status,1
uut1.transmit_ready,1
uut1.txd,1
[through the flow]
step | hold WS, ns | std cells | utilization | instance area, µm² | worst slack [ns]
after floorplan | 0.455 | 720 | - | 7380 | 8.03
after global placement | 0.470 | 1018 | 0.328 | 7760 | 7.19
after detailed placement | 0.486 | 1018 | 0.328 | 7760 | 7.11
after CTS | 0.500 | 1050 | 0.353 | 8360 | 7.54
after global routing | 0.515 | 1050 | 0.353 | 8360 | 7.23
final | 0.497 | 1050 | 0.353 | 8360 | 7.53
[placed cells by master, fill, tap and decap left out, types with 4 or more instances in the layout]
cell type | netlist | layout
clkbuf_16 | 0 | 17
xnor2_1 | 12 | 12
o21ai_1 | 6 | 5
nor2b_1 | 14 | 14
clkdlybuf4s50_1 | 0 | 9
nand3_1 | 35 | 35
nor2_1 | 51 | 51
a21oi_1 | 74 | 74
buf_4 | 2 | 10
nor4_1 | 7 | 7
nand4_1 | 5 | 5
nor3b_1 | 4 | 4
dfxtp_1 | 20 | 20
nand2_1 | 167 | 167
conb_1 | 1 | 19
edfxtp_1 | 138 | 138
a221oi_1 | 7 | 7
inv_1 | 7 | 7
o21ai_0 | 36 | 36
nor3_1 | 15 | 15
ha_1 | 6 | 6
and3_1 | 10 | 10
[cell families after synthesis]
| family | count (synthesis) |
|---|---|
| AND-OR/OR-AND | 143 |
| other | 1 |
| adder cells (fa/ha/maj) | 6 |
| AND/OR/NAND/NOR | 329 |
| buffers and inverters | 50 |
| multiplexers | 1 |
| flip-flops | 158 |
| XOR/XNOR | 14 |
[power by group]
group | internal, mW | switching [mW] | leakage, nW
logic | 0.0230 | 0.0490 | 1.10
clock network | 0.304 | 0.201 | 0.278
registers | 0.579 | 0.0122 | 1.44
total | 0.906 | 0.262 | 2.82
[per-layer routing]
| layer | vias to the layer above | track usage | wire, µm |
|---|---|---|---|
| li1 | 2527 | - | - |
| met1 | 2348 | 0.187 | 6920 |
| met2 | 81 | 0.181 | 6160 |
| met3 | 11 | 0.0346 | 606 |
| met4 | 0 | 0.0114 | 147 |
| met5 | - | 0 | 0 |
[worst max-delay path: stages]
cell       delay (ns)
buf_2            0.08
buf_4            0.45
inv_1            0.12
nand2_1          0.14
ha_1             0.15
nand4bb_1        0.16
o311ai_0         0.14
o31a_2           0.30
buf_4            0.26
inv_4            0.62
nor2_4           0.22
nand2_1          0.14
a21oi_1          0.06
Power is estimated from default activity; no workload was simulated.
