**flow/run.sh**
```bash
#!/bin/bash
# OpenROAD 26Q1-2900-gdf79404cd8, Yosys 0.63+post, stock flow scripts
make -C /OpenROAD-flow-scripts/flow DESIGN_CONFIG=/design/flow/config.mk WORK_HOME=/design/flow/orfs finish
```
**flow/config.mk**
```make
export PLATFORM = sky130hd
export DESIGN_NAME = echo_mode
export DESIGN_NICKNAME = echo_mode
export VERILOG_FILES = /design/flow/design.v
export SDC_FILE = /design/flow/constraint.sdc
export NUM_CORES = 4
export LEC_CHECK = 1
export CORE_UTILIZATION = 30
```
**flow/design.v**
```verilog
`timescale 1ns / 1ps
module echo_mode(
input clk,
input rst,
input SW,
input rxd,
output txd,
output [7:0] word
);
reg connection_status = 0;
reg [9:0] counter = 0;
recieve uut3 (
		.rxd(rxd), 
		.clk(clk), 
		.rst(rst), 
		.word(word),
		.word_on_line(word_on_line)
);
transmit uut2 (
		.word(word), 
		.clk(clk), 
		.rst(rst),
		.connection_status(connection_status),
		.txd(txd),
		.transmit_ready(transmit_ready)
);
always @(posedge clk)
		if (!SW)
			begin
				if(word_on_line)			   
					begin
						connection_status = 1;
						counter = 0;
					end
				else if(transmit_ready && counter > 1)
					connection_status = 0;
				counter = counter + 1;
			end
endmodule
`timescale 1ns / 1ps
module recieve(
input rxd, 
input clk,
input rst, 
output [7:0] word,
output word_on_line);
reg [7:0] recieved_data_1 = 0;
reg [7:0] recieved_data = 0;
reg [3:0] counter = 0;
reg word_on_line = 0;
reg recieve_ready = 1;
always @(posedge clk)
begin		
	if (rst)
		begin
			recieved_data = 0;
			counter = 0;
			recieve_ready = 1;
			recieved_data_1 = 0;
			word_on_line = 0;
		end
	else if (counter == 8 && rxd == 1 && recieve_ready == 0)  
		begin
			recieved_data = recieved_data_1;
			counter = 0;
			recieve_ready = 1;
			word_on_line = 1;
		end
	else if(rxd == 0 && counter == 0 && recieve_ready == 1)  
		begin		
			recieve_ready = 0;
			word_on_line = 0;
		end
	else if(recieve_ready == 0 && counter < 8)  
		begin
			recieved_data_1 = recieved_data_1 >> 1;
			recieved_data_1[7] = rxd;
			counter = counter + 1;
			word_on_line = 0;
		end
	else
		word_on_line = 0;
	end
assign word = recieved_data;
endmodule
`timescale 1ns / 1ps
module transmit(
input [7:0] word, 
input clk, 
input rst, 
input connection_status,
output reg transmit_ready,
output reg txd);
reg [7:0] transmissive_data;
reg [9:0] counter = 0;
always @(posedge clk)
begin
	if (rst)
		begin
			txd = 1;
			counter = 0;
			transmissive_data = 0;
			transmit_ready = 1;
		end
	else if (connection_status)
		begin
			if (transmit_ready)
				begin
					transmissive_data = word;
					transmit_ready = 0;
				end
			else if (counter >= 10 && counter < 23)
				begin
					txd = 1;
					counter = counter + 1;
				end
			else if (counter == 23)
				begin 
					counter = 0;
					transmit_ready = 1;
					transmissive_data = 0;
				end
			else
				begin
					if(counter == 0)
						txd = 1;
					else if(counter == 1)
						txd = 0;
					else
						begin
							txd = transmissive_data[0];
							transmissive_data = transmissive_data >> 1;
						end
					counter = counter + 1;
				end
			end
		else
			begin
				txd = 1;
				counter = 0;
				transmit_ready = 1;
			end
end
endmodule
```
**flow/constraint.sdc**
```tcl
current_design echo_mode

set clk_period 3.1
set clk_io_pct 0.2

create_clock -name clk0 -period $clk_period [get_ports {clk}]

set non_clock_inputs [all_inputs -no_clocks]
set_input_delay [expr $clk_period * $clk_io_pct] -clock clk0 $non_clock_inputs
set_output_delay [expr $clk_period * $clk_io_pct] -clock clk0 [all_outputs]
```
==> qor.txt <==
DIE HEIGHT: 94.7 um
Final Setup Violations: 0
FP Util: 31.2%
GRT overflow: 0
final hold slack: 0.468 ns
most frequent cells in the layout: dfxtp_1 (42), nor2_1 (28), nand2_1 (24)
Post-synth seq share: 45.5%
Reg2Reg Setup Slack: 0.91 ns
ys cells: 271
post-route cell area: 0.00285 mm^2
Mapped Area: 0.00258 mm^2
area share, top type: 32.6%
clock share of power: 31.2%
Top Usage Layer GRT: met1
fmax: 456 MHz
IO Count: 13
WP data arrival: 2.39 ns
root buffer cell: clkbuf_8
Overall Power: 0.00121 W
Logic pwr share: 7.3%
worst path cell trace: ha_1, nor4bb_1, a311oi_1, o31ai_4, mux2_2
core area: 0.00826 mm^2
setup bufs post-CTS: 0
yosys stat chip area: 0.00258 mm^2
family with the most delay on the worst path: AND-OR/OR-AND gates
Slew HR: 46.8%
CP endpoint kind: flop
CTS buffer count: 5
worst-path maximum fanout: 8
First DRT Iteration DRCs: 53
Post-synth EDFFs: 11
Compound Share, Synth: 7.72%
Placer Congestion: 0.793
Placement Rows: 33
MUX area fraction: 9.28%
CP Depth: 5
status: completed
TritonCTS clock tree: done
initial antenna violation count: 0
setup TNS: 0 ns
CTS Buffer Depth: 2
switching power: 0.000291 W
Adder Share, Synth: 3.40%
share of post-route cells with drive strength above 1: 8.66%
H-Tree Level Count: 2
Post-CTS Hold Buffers: 0
Distinct lib cells used: 45
tool warnings: 29
Critical Path RT: 3.30 ns
Antenna Cells: 0
most used logic cell in the final layout: dfxtp_1
Initial DRT Pass Iterations: 4
Hold Crit Depth: 2
Fin. Hold Viols: 0
Reg2Reg Depth: 5
vias in the first global route: 1728
top cells by area: dfxtp_1 (33%), edfxtp_1 (13%), mux2i_1 (6.2%)
crit share post-route: 70.7%
Int Power: 0.000921 W
count of input and output buffers: 12
power per cell area: 425 mW/mm^2
clk latency of the worst-skew pair: 0.30 ns
placed cells: 374
chip area: 0.00896 mm^2
Post-Layout Cell Count: 382
Synth Area per Inst: 9.51 um^2
sequential share of power: 61.6%
area fraction in xor and xnor cells: 6.12%
vias per cell: 4.74
Max-Cap Viols: 0
post-CTS resize count: 0
ys flop type: dfxtp_1
Worst setup SP type: flop
Leak Pwr: 1.02 nW
Clock Sinks: 53
Slew Viols, Final: 0
peak supply drop: 0.176 mV
M2 GR Usage: 17.2%
Tmin final: 2.19 ns
global-route wire length before repair: 8270 um
Max stage delay on crit path: 0.47 ns
Routed WL: 4570 um
Placed Area: 0.00277 mm^2
largest net degree at the start of global routing: 38
skew final: 0.00289 ns
vias after detailed routing: 1809
GR Layer Usage met1: 18.7%
Buf/Inv on CP: 0
ys async rst share: 0%
Slew @ Worst Pin: 0.796 ns
simple-gate share of the synthesized area: 23.5%
Antenna Nets Post-Route: 0
Remaining DRCs: 0
Max stage delay cell, worst path: o31ai_4
top comb family, area: simple AND/OR/NAND/NOR gates
gr usage total: 11.6%
area grow syn2layout: 10.6%
Syn Inst Count: 271
clock transition at the registers of the reported paths: 0.09 ns
Ys Warns: 5
GR Layer Usage met3: 1.96%
WL per Instance: 12.0 um
HP Class: flop to flop
Die W: 94.7 um
worst setup path class: flop to flop
Yosys top cell by area: dfxtp_1
Detail Placement HPWL: 3040 um
Synth Register Bits: 53
Sw Share: 24.0%
RSZ-0062 raised after global routing: no
## final timing paths
path / endpoint / start
min reg2reg: uut3.recieved_data_1[0] / uut3.recieved_data_1[0]
min: uut3.recieved_data_1[0] / uut3.recieved_data_1[0]
max reg2reg: uut2.transmissive_data[4] / uut2.counter[1]
max: uut2.transmissive_data[4] / uut2.counter[1]
## worst reg2reg max path: cells and delay by family, from the launching register on
kind / cells / cell delay [ns]
AND-OR/OR-AND: 2 / 0.61
multiplexers: 1 / 0.39
AND/OR/NAND/NOR: 1 / 0.31
adder cells (fa/ha/maj): 1 / 0.33
flip-flops: 1 / 0.46
## synth_stat cells, types with 2 or more instances
cell type,number
dfxtp_1,42
nor2_1,28
nand2_1,24
nor3_1,17
mux2i_1,16
a21oi_1,13
edfxtp_1,11
inv_1,11
nor2b_1,11
xor2_1,11
clkbuf_1,9
ha_1,7
mux2_2,7
nand3_1,7
xnor2_1,7
nand4_1,6
nand2b_1,4
and3_1,3
buf_2,3
and3b_1,2
buf_1,2
nor4_1,2
o21ai_0,2
o21bai_1,2
o31ai_4,2
or3_1,2
or3b_2,2
## metal layers
metal / routed length [um] / share of wire [%]
met5: 0 / 0
met3: 184 / 4.0
met2: 1900 / 42
met1: 2430 / 53
met4: 54 / 1.2
## layout make-up
cell class / instances / area, um^2
Fill cell: 861 / 5410
Multi-Input combinational cell: 191 / 1290
Sequential cell: 53 / 1170
Timing Repair Buffer: 14 / 135
Tap cell: 105 / 131
Clock buffer: 6 / 72.6
Inverter: 11 / 41.3
Clock inverter: 2 / 10.0
## cell families (layout without fill, tap and decap cells)
family | Yosys count | in the layout
and+or+nand+nor | 116 | 116
DFF | 53 | 53
AOI/OAI and AO/OA | 27 | 27
buffers and inverters | 27 | 33
muxes | 23 | 23
xor gates and xnor gates | 18 | 18
adders and majority gates | 7 | 7
## sequential cells by signal, indices dropped and copies added (netlist names)
| register | count |
|---|---|
| uut3.recieved_data_1 | 8 |
| uut2.transmissive_data | 8 |
| uut3.counter | 4 |
| uut3.recieved_data | 8 |
| connection_status | 1 |
| uut3.word_on_line | 1 |
| counter | 10 |
| uut2.transmit_ready | 1 |
| uut3.recieve_ready | 1 |
| uut2.counter | 10 |
| uut2.txd | 1 |
## power groups by stage
stage     Sequential [W]  Combinational (W)  Clock, W
4_1_cts         0.000746          0.0000886  0.000396
5_1_grt         0.000750           0.000101  0.000427
6_report        0.000746          0.0000879  0.000378
## per-stage QoR
step / util, % / worst slack [ns]
floorplan: - / 1.17
global placement: 33.5 / 0.945
detailed placement: 33.5 / 0.920
CTS: 34.5 / 0.912
global route: 34.5 / 0.748
finish: 34.5 / 0.908
Power and IR drop assume default switching activity.
